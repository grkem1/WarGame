`./config.mk`:
```
export PLATFORM = sky130hd
export DESIGN_NAME = war_top
export DESIGN_NICKNAME = war_top
export VERILOG_FILES = /design/flow/design.v
export SDC_FILE = /design/flow/constraint.sdc
export NUM_CORES = 4
export LEC_CHECK = 1
export CORE_AREA = 10 10 88 88
export DIE_AREA = 0 0 98 98
```
`./constraint.sdc`:
```
current_design war_top

set clk_period 4.3
set clk_io_pct 0.2

create_clock -name clk0 -period $clk_period [get_ports {clk}]

set non_clock_inputs [all_inputs -no_clocks]
set_input_delay [expr $clk_period * $clk_io_pct] -clock clk0 $non_clock_inputs
set_output_delay [expr $clk_period * $clk_io_pct] -clock clk0 [all_outputs]
```
`./design.v`:
```
module vga_sync 
(	input wire	clk, reset,
	output wire hsync, vsync, video_on, p_tick,
	output wire [9:0] pixel_x, pixel_y
);
localparam HD = 640;  
localparam HF = 48;  
localparam HB = 16;  
localparam HR = 96;  
localparam VD = 480;  
localparam VF = 10;   
localparam VB = 33;   
localparam VR = 2;    
reg mod2_reg;
wire mod2_next;
reg[9:0] h_count_reg, h_count_next;
reg[9:0] v_count_reg, v_count_next;
reg v_sync_reg, h_sync_reg;
wire v_sync_next, h_sync_next;
wire h_end, v_end, pixel_tick;
always@(posedge clk, posedge reset)
	if (reset)
		begin
			mod2_reg<= 1'b0;
			v_count_reg <= 0;
			h_count_reg <= 0;
			v_sync_reg <= 1'b0;
			h_sync_reg <= 1'b0;
		end
	else
		begin
			mod2_reg <= mod2_next;
			v_count_reg <= v_count_next;
			h_count_reg <= h_count_next;
			v_sync_reg <= v_sync_next;
			h_sync_reg <= h_sync_next;
		end
assign mod2_next = ~mod2_reg;
assign pixel_tick = mod2_reg;
assign h_end = (h_count_reg == (HD+HF+HB+HR-1));
assign v_end = (v_count_reg==(VD+VF+VB+VR-1));
always@*
	if (pixel_tick)  
		if (h_end)
			h_count_next=0;
		else
			h_count_next= h_count_reg +1;
	else
		h_count_next= h_count_reg;
always@*
	if (pixel_tick & h_end)
		if (v_end)
			v_count_next=0;
		else
			v_count_next = v_count_reg +1;
	else
		v_count_next = v_count_reg;
assign h_sync_next = (h_count_reg >=(HD+HB) && h_count_reg <=(HD+HB+HR-1));
assign v_sync_next = (v_count_reg >= (VD+VB) && v_count_reg <= (VD+VB+VR-1));
assign video_on = (h_count_reg<HD) && (v_count_reg < VD);
assign hsync= h_sync_reg;
assign vsync= v_sync_reg;
assign pixel_x= h_count_reg;
assign pixel_y= v_count_reg;
assign p_tick= pixel_tick;
endmodule
module war_graph 
(
	input wire video_on, shoot,
	input wire [9:0] pix_x, pix_y,
	output reg [2:0] graph_rgb,count2,
	output reg [8:0] count1,x,y
);
wire refer_tick;
assign refer_tick = (pix_y==481)&&(pix_x==0);
initial count1=0;
always@(posedge refer_tick)
	if(~shoot || (count1>0 && count1 <460)) 
		count1 = count1+1;
	else count1=0;
localparam MAX_X= 640; 
localparam MAX_Y= 480;  
localparam TANK_SIZE= 20;
localparam TANK_X_L= MAX_X/2-TANK_SIZE/2;
localparam TANK_X_R= MAX_X/2+TANK_SIZE/2-1;
localparam TANK_Y_T= 467;
localparam TANK_Y_B= 470;
localparam BALL_SIZE = 8;	
localparam BALL_X_L = MAX_X/2-BALL_SIZE/2;
localparam BALL_X_R = BALL_X_L + BALL_SIZE - 1 ;
localparam BALL_Y_T = 463;
localparam BALL_Y_B = 466;
wire ball_y_t,ball_y_b;
assign ball_y_t= BALL_Y_T-count1;
assign ball_y_b= BALL_Y_B-count1;
initial count2=0;
initial x=MAX_X/2;
initial y=200;
always@(posedge refer_tick)
	begin	
		count2=count2+1;
	case(count2)
		0 : begin x= MAX_X/2; y= 200; end
		1 : begin x= MAX_X/2+25; y= 225; end
		2 : begin x= MAX_X/2+50; y= 250; end
		3 : begin x= MAX_X/2+25; y= 275; end
		4 : begin x= MAX_X/2; y= 300; end
		5 : begin x= MAX_X/2-25; y= 275; end
		6 : begin x= MAX_X/2-50; y= 250; end
		7 : begin x= MAX_X/2-25; y= 225; end
	endcase
end
wire tank_on, enemy_on,  sq_ball_on;
wire [2:0] tank_rgb, enemy_rgb, ball_rgb;
assign tank_on = (TANK_X_L<=pix_x)&&(pix_x<=TANK_X_R)&&(TANK_Y_T<=pix_y)&&(pix_y<=TANK_Y_B);
assign tank_rgb = 3'b010;  
assign sq_ball_on = (BALL_X_L<=pix_x)&&(pix_x<=BALL_X_R)&&(ball_y_t<=pix_y)&&(pix_y<=ball_y_b);
assign ball_rgb = 3'b100;  
assign enemy_on = ((x-10)<=pix_x)&&(pix_x<=(x+10))&&((y-10)<=pix_y)&&(pix_y<=(y+10));
assign enemy_rgb = 3'b110;  
always@*
	if(~video_on)
		graph_rgb = 3'b000;
	else 
		if(tank_on)
		graph_rgb= tank_rgb;
	else if (sq_ball_on)
		graph_rgb= ball_rgb;
	else if (enemy_on)
		graph_rgb= enemy_rgb;
	else
		graph_rgb= 3'b001;  
endmodule 
module war_top 
(
	input wire clk,reset, shoot,
	input wire hsync, vsync,
	output wire [2:0] rgb
);
wire[9:0] pixel_x, pixel_y;
wire video_on, pixel_tick;
reg [2:0] rgb_reg;
wire [2:0] rgb_next;
vga_sync vsync_unit
		(.clk(clk), .reset(reset), .hsync(hsync), .vsync(vsync), 
	.video_on(video_on), .p_tick(pixel_tick), .pixel_x(pixel_x), .pixel_y(pixel_y));
war_graph war_grf_unit 
	( .video_on(video_on), .shoot(shoot), .pix_x(pix_x), .pix_y(pix_y), .graph_rgb(rgb_next),
		.count2(), .count1(), .x(), .y());
always@(posedge clk)
	if (pixel_tick)
		rgb_reg <= rgb_next;
assign rgb= rgb_reg;
endmodule
```
`./run.sh`:
```
#!/bin/bash
# OpenROAD 26Q1-2900-gdf79404cd8, Yosys 0.63+post, stock flow scripts
make -C /OpenROAD-flow-scripts/flow DESIGN_CONFIG=/design/flow/config.mk WORK_HOME=/design/flow/orfs finish
```
==> flow_summary.ini <==
; implementation run metrics
[pwr]
ir_worst_vdd_mv = 0.1239
power.total_uw = 342.3
power.density_nw_per_um2 = 267.2
leakagePower_nw = 0.5583

[final_timing]
fmax_mhz = 474.7
skew_ns = 0.001908
setup_slack_ns = 2.193
drv_slew = 0
min_period_over_period = 0.4899
hold_violations = 0
setup_tns_ns = 0
relSlewSlack = 0.5712
fin_crit_ns = 2.107
setup_viol = 0
rsz0062_at_grt = no
worstMarginPinSlew_ns = 0.6433

[logic_synthesis]
edf_count = 1
ys_cells = 109
yosysTopAreaCellShare = 0.4590
synth-seq-area-share = 0.4852
yosys_area_um2 = 1145
avgSynthCellArea_um2 = 10.50
yosys.area.top_type = dfrtp_1
topCellsByArea = dfrtp_1 (46%), xnor2_1 (5.4%), and3_1 (4.9%), nand3_1 (4.4%), ha_1 (3.3%)
yosys.cell_count.top_type = dfrtp_1
ff_type = dfrtp_1
syn_area_um2 = 1145
synth_flops = 22
synthTopCellsByCount = dfrtp_1 (21), nand3_1 (10), and3_1 (9), xnor2_1 (7)
synthArstFlopShare = 0.9545
synth_cells = 109
ys_types = 31
synth_warnings = 9

[route]
route.met2.wl_um = 890
num_antenna_cells = 0
drt_iter0_markers = 38
postRouteAntennaNets = 0
firstDrtPassIters = 4
wirelength_um = 1931
wl_met3_um = 48
wl_per_cell_um = 10.27
top_layer = met4
drc = 0
vias = 814
viasPerCell = 4.330
drt-met1-wl_um = 962

[min_path]
min_path_type = reg2reg
hold_depth = 1

[flow_run]
maxCapViolations = 0
warnings = 29

[setup_path]
slowest_stage = and3_1
worstPathCellList = ha_1 > nor4b_4 > and3_1 > nand4_4 > mux2_4
worst_ep_arrival_time_ns = 2.25
crit_buf_inv = 0
cp.required_ns = 4.45
cpLargestDelayFamily = simple AND/OR/NAND/NOR gates
path_max_fanout = 16
rr_worst_depth = 5
cp_num_cells = 5
cp-end-kind = flip-flop
cp-start-kind = flip-flop
path_class = reg2reg
slowest_delay_ns = 0.62

[floorplanning]
pin_count = 8
rows = 28
fp_util = 0.1934
chip_area_um2 = 9604
dieHeight_um = 98
coreArea_um2 = 5921
die_width_um = 98

[clocking]
cts_tree = built
clk_pin_slew_worst_paths_ns = 0.08
cts_setup_buffers = 0
cts-resized-gates = 0
cts_root_buffer = clkbuf_8
cts_hold_buf = 0
ctsHtreeMaxLevel = 1
cts_buffers = 3
clockBufferDepth = 2
cts_sinks = 22
clkLatencyLatePin_ns = 0.26

[global_routing]
gr-total-overflow = 0
antenna_found_initial = 0
grtUsageTotal = 0.03876
grt_pass1_wl_um = 3394
grt_max_degree = 22
grt_pass1_vias = 729

[finish]
area_growth_syn_to_layout_pct = 11.91
fin_area_um2 = 1281
drive_gt1_frac = 0.06195
final_util = 0.2164
fillerInstances = 630

[placement]
place_ws_ns = 2.240
io_buffers = 2
place_congestion = 0.8135
hpwl_um = 1313
place_area_um2 = 1236

[outcome]
status = completed
[worst paths after layout]
| kind | start | endpoint | slack [ns] |
|---|---|---|---|
| min reg2reg | vsync_unit.h_count_reg[9]$_DFFE_PP0P_ | vsync_unit.h_count_reg[9]$_DFFE_PP0P_ | 0.52 |
| min | vsync_unit.h_count_reg[9]$_DFFE_PP0P_ | vsync_unit.h_count_reg[9]$_DFFE_PP0P_ | 0.52 |
| min in group asynchronous | reset | vsync_unit.h_count_reg[4]$_DFFE_PP0P_ | 0.93 |
| max | vsync_unit.h_count_reg[0]$_DFFE_PP0P_ | vsync_unit.v_count_reg[4]$_DFFE_PP0P_ | 2.19 |
| max in group asynchronous | reset | vsync_unit.v_count_reg[4]$_DFFE_PP0P_ | 3.16 |
| max reg2reg | vsync_unit.h_count_reg[0]$_DFFE_PP0P_ | vsync_unit.v_count_reg[4]$_DFFE_PP0P_ | 2.19 |
[stage by stage]
step                hold slack [ns]  std cells
floorplan                    0.4649        110
global placement             0.4927        184
detailed placement           0.4988        184
CTS                          0.5119        188
global route                 0.5371        188
finish                       0.5168        188
[area by class of cell]
cell class | instances | area (um^2) | area share
flip-flops and latches | 22 | 555.5 | 0.4336
inverters | 4 | 15.01 | 0.01172
clock buffers | 4 | 45.04 | 0.03516
repair buffers | 3 | 27.53 | 0.02148
multi-input cells | 80 | 544.3 | 0.4248
well taps | 75 | 93.84 | 0.07324
[cells in the final DEF, fill, tap and decap left out, types with 2 or more instances in the layout]
master	synthesis	final
a21oi_1	4	4
a31oi_1	4	4
a41oi_1	2	2
and3_1	9	9
and3b_1	2	2
and4_1	2	2
clkbuf_8	0	3
clkdlybuf4s50_1	0	2
conb_1	1	2
dfrtp_1	21	21
ha_1	3	3
inv_1	4	4
nand2_1	6	6
nand2b_1	2	2
nand3_1	10	10
nand4_1	6	6
nor2_1	3	3
o21ai_0	6	6
o21ai_1	2	2
xnor2_1	7	7
[worst reg2reg max path, delay by kind of cell, from the launching register on]
family	cells	cell delay (ns)
simple gates	3	1.02
flops	1	0.42
mux	1	0.31
fa+ha+maj	1	0.24
[power by group]
group          switching, mW  leakage, nW  internal (mW)  total, mW
clock network         0.0631       0.0228         0.0659      0.129
logic                0.00399        0.246        0.00146    0.00545
registers                  0        0.289          0.208      0.208
total                 0.0671        0.558          0.275      0.342
[cells by family after synthesis]
logic type | share of synthesized area
simple gates | 0.2568
buf+inv | 0.04262
flops | 0.4852
fa+ha+maj | 0.03279
xor+xnor | 0.06120
other cells | 0.003276
compound gates | 0.1049
mux | 0.01311
[routing by layer]
metal | global-route usage | up-vias
met5 | 0 | -
met4 | 0.01230 | 0
met3 | 0.001422 | 4
met2 | 0.05584 | 17
met1 | 0.06057 | 384
li1 | - | 409
Power figures rest on the tool's default switching activity, not on a simulated workload.
